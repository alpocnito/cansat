**flow/run.sh**
```bash
#!/bin/bash
# OpenROAD 26Q1-2900-gdf79404cd8, Yosys 0.63+post, stock flow scripts
make -C /OpenROAD-flow-scripts/flow DESIGN_CONFIG=/design/flow/config.mk WORK_HOME=/design/flow/orfs finish
```
**flow/config.mk**
```make
export PLATFORM = sky130hd
export DESIGN_NAME = adxl
export DESIGN_NICKNAME = adxl
export VERILOG_FILES = /design/flow/design.v
export SDC_FILE = /design/flow/constraint.sdc
export NUM_CORES = 4
export LEC_CHECK = 1
export CORE_UTILIZATION = 40
```
**flow/constraint.sdc**
```tcl
current_design adxl

set clk_period 3.7
set clk_io_pct 0.2

create_clock -name clk0 -period $clk_period [get_ports {i_Clock}]

set non_clock_inputs [all_inputs -no_clocks]
set_input_delay [expr $clk_period * $clk_io_pct] -clock clk0 $non_clock_inputs
set_output_delay [expr $clk_period * $clk_io_pct] -clock clk0 [all_outputs]
```
**flow/design.v**
```verilog
module uart1
  (
   input        i_Clock,
   input [0:7]  data,
   input        start,
   output       w_o_Tx_Serial,
   output wire  end_of_transmit
   );
  parameter CLKS_PER_BIT   = 867;
  parameter s_IDLE         = 3'b000;
  parameter s_TX_START_BIT = 3'b001;
  parameter s_TX_DATA_BITS = 3'b010;
  parameter s_TX_STOP_BIT  = 3'b011;
  reg          o_Tx_Serial   = 0;
  reg [2:0]    r_SM_Main     = 0;
  reg [20:0]   r_Clock_Count = 0;
  reg [3:0]    r_Bit_Index   = 0;
  reg          flag          = 1;
  assign w_o_Tx_Serial = o_Tx_Serial;
  assign end_of_transmit = flag;
  always @(posedge i_Clock)
    begin
      case (r_SM_Main)
        s_IDLE :
          begin
            o_Tx_Serial   <= 1'b1;          
            r_Clock_Count <= 0;
            r_Bit_Index   <= 0;
            if (start) r_SM_Main <= s_TX_START_BIT;
          end  
        s_TX_START_BIT :
          begin
            o_Tx_Serial <= 1'b0;
            if (r_Clock_Count < CLKS_PER_BIT-1)
              begin
                r_Clock_Count <= r_Clock_Count + 1;
              end
            else
              begin
                r_Clock_Count <= 0;
                r_SM_Main     <= s_TX_DATA_BITS;
		flag = !flag;
              end
          end  
        s_TX_DATA_BITS :
          begin
            o_Tx_Serial <= data[r_Bit_Index];
            if (r_Clock_Count < CLKS_PER_BIT-1)
              begin
                r_Clock_Count <= r_Clock_Count + 1;
              end
            else
              begin
                r_Clock_Count <= 0;
                if (r_Bit_Index < 7)
                  begin
                    r_Bit_Index <= r_Bit_Index + 1;
                  end
                else
                  begin
						  r_Bit_Index <= 0;
                    r_SM_Main   <= s_TX_STOP_BIT;
                  end
              end
          end  
        s_TX_STOP_BIT :
          begin
            o_Tx_Serial <= 1'b1;
            if (r_Clock_Count < CLKS_PER_BIT-1)
              begin
                r_Clock_Count <= r_Clock_Count + 1;
              end
            else
              begin
                r_Clock_Count <= 0;
                r_SM_Main     <= s_IDLE;
		flag = !flag;
              end
          end  
        default :
          r_SM_Main <= s_TX_START_BIT;
      endcase
    end
endmodule
module adxl
  (
   input  i_Clock,
   output o_Tx_Serial,
	output miso_l,	
	output mosi_l,
	output clk_l,
	input miso,
	output wire mosi,
	output wire spi_clk,
	output wire cs
   );
	wire end_of_transmit;
	wire[7:0] spi_out;
	reg[1:0] start_spi = 0;
	reg[15:0] adder = 0;
	wire[7:0] uart_data;
	reg[7:0] r_uart_data;
	reg r_start_uart = 0;
	wire start_uart;	
	assign start_uart = r_start_uart;
	parameter idle = 0, spi1 = 1, spi_wait1 = 2, spi_wait0 = 3, 
			spi2 = 4, spi_wait2 = 5,
			uart = 6, uart_wait1 = 7, uart_wait2 = 8,
			control = 9, control_wait1 = 10, control_wait2 = 11, spi2_wait = 12;
	reg[4:0] state = 0; 
	always @(posedge i_Clock) begin
		case (state)
		idle:
		begin
			r_uart_data <= spi_out;
			r_start_uart <= 0;
			start_spi <= 2'b00;
			state <= spi1;
			if (adder == 16'h2d08) adder <= 16'h310b;
			else                   adder <= 16'h2d08;
		end
		spi1:
		begin
			r_uart_data <= spi_out;
			start_spi <= 2'b10;
			state <= spi_wait0;
		end
		spi_wait0:
		begin
			r_uart_data <= spi_out;
			if (!cs) state <= spi_wait1;
		end
		spi_wait1:
		begin
			r_uart_data <= spi_out;
			if (cs) begin
				start_spi <= 2'b00;
				if (adder == 16'h2d08) state <= idle;	
				else begin
					adder <= 8'hb2;
					state <= spi2_wait;
				end
			end
		end
		spi2_wait:
		begin
			state <= spi2;
		end
		spi2:
		begin
			r_uart_data <= spi_out;
			start_spi <= 2'b01;
			state <= spi_wait2;
		end
		spi_wait2:
		begin
			r_uart_data <= spi_out;
			if (cs == 0) begin
				start_spi <= 2'b00;
				state <= uart;
			end	
		end
		uart:
		begin
			r_uart_data <= spi_out;
			if (cs) begin
				state <= uart_wait1;
				r_start_uart <= 1;
			end
		end
		uart_wait1:
			if (!end_of_transmit) begin
				r_start_uart <= 0;
				state <= uart_wait2;
			end
		uart_wait2:
			if (end_of_transmit) begin
				if (adder == 8'hb7) begin adder <= 8'hb2; state <= control; end
				else begin adder <= adder + 1; state <= spi2; end
			end
		control:
		begin
			r_uart_data <= 8'hCC;
			r_start_uart <= 1;
			state <= control_wait1;
		end
		control_wait1:
		begin
			r_uart_data <= 8'hCC;
			if (!end_of_transmit) begin
				r_start_uart <= 0;
				state <= control_wait2;
			end
		end
		control_wait2:
		begin
			r_uart_data <= 8'hCC;
			if (end_of_transmit) state <= spi2;
		end
		default:
			state <= state;
		endcase
	end
	assign uart_data = r_uart_data; 
	uart1 uartik(
		.i_Clock(i_Clock), 
		.start(start_uart),
		.w_o_Tx_Serial(o_Tx_Serial), 
		.data(uart_data), 
		.end_of_transmit(end_of_transmit)
		);
	spi ewfsdg
	(
		.clk(i_Clock),
		.go(start_spi),
		.data(adder),
		.out(spi_out),
		.cs(cs),
		.spi_clk(spi_clk),
		.miso(miso),
		.mosi(mosi)
	);
endmodule
module spi
(
	input clk,
	input[1:0] go,
	input[0:15] data,
	output[7:0] out,
	input miso,
	output mosi,
	output wire cs,
	output spi_clk
);
reg[7:0] r_out = 0;
reg[3:0] index = 4'b1111;
reg[3:0] buff = 0;
wire sys_clk;
reg r_sys_clk = 0;
reg[12:0] clk_i = 0; 
always @(posedge clk) begin
	clk_i <= clk_i + 1;
	if (clk_i == 13'b1111100000000) begin
		r_sys_clk <= !r_sys_clk;
		clk_i <= 0;
	end
end
assign sys_clk = (r_sys_clk == 0);
parameter idle = 0, write_load = 1, write = 2, wait1 = 3, wait2 = 4, read = 5,
		    write_load_1 = 6, write_1 = 7, wait1_1 = 8, wait1_2 = 9;
reg[3:0] state = 0; 
always @(negedge spi_clk)
	case (state)
	write:
		if (index == 4'b0111) index <= 4'b0000;
		else index <= index + 1;
	read:
		if (index == 4'b0111) index <= 4'b0000;
		else index <= index + 1;
	write_1:
		index <= index + 1;
	wait1_1:
		index <= index + 1;
	wait1_2:
		index <= 4'b1111;
	default:
		index <= 4'b1111;
	endcase
always @(posedge sys_clk) begin
	case (state)
	idle:
	begin
		if (go == 2'b01) begin state <= write_load;   buff <= 4'b1000; end
		if (go == 2'b10) begin state <= write_load_1; buff <= 4'b0000; end
	end
	write_load:
	begin
		state <= write;
	end
	write:
	begin
		if (index == 4'b0111) state <= wait1;
	end
	wait1:
	begin
		 state <= read;
		 r_out[index] <= miso;
	end
	read:
	begin
		r_out[index] <= miso;
		if (index == 4'b0111) state <= idle;
	end	
	write_load_1:
	begin
		state <= write_1;
	end
	write_1:
	begin
		if (index == 4'b1110) state <= wait1_1;
	end
	wait1_1:
		state <= wait1_2;
	default:
		state <= idle;
	endcase
end
assign out = r_out;
assign cs = state == idle ? 1 : 0;
assign spi_clk = (state == write || state == read || state == write_1 || state == wait1_1) ? sys_clk  : 1'b1;
assign mosi = (state == write_load_1 || state == write_1 || state == wait1_1 || state == write_load || state == write || state == wait1 || state == wait1_1 || state == wait1_2) ? data[index + buff] : 1'bz;
endmodule
```
==> results_slide.txt <==
Run Summary

STA
  – Final max-slew violation count: 0
  – Endpoints failing hold: 0
  – Final Setup Violations: 0
  – Hold WS: 0.446 ns
  – Register pins left without a clock: 17
  – Period minus WS final: 2.99 ns
  – Endpoints left unconstrained: 31
  – Crit share post-route: 80.7%
  – Unrepaired setup endpoints after global routing: false
  – Setup TNS: 0 ns
  – Slew margin rel.: 57.5%
  – Setup Skew: 0.00692 ns
  – FMAX: 335 MHz
  – Min setup slack post-route: 0.713 ns
  – Slew @ Worst Pin: 0.637 ns

Clocking
  – CTS buffer count: 9
  – Resize count post-CTS: 0
  – CTS clock-pin slew for the worst setup and hold paths: 0.06 ns
  – # Post-CTS Setup Buffers: 0
  – Clk root buf: clkbuf_16
  – # hold bufs at CTS: 0
  – Clock H-tree levels: 3
  – Worst-case clock buffer depth: 2
  – Latency at later pin: 0.33 ns
  – CTS tree: done

Floorplan
  – Die height: 114 µm
  – Core area: 0.0122 mm²
  – FP Util: 41.5%
  – Row count: 40
  – Die X: 114 µm
  – IO Count: 9
  – Chip footprint: 0.0131 mm²

Critical path
  – CP Launch Type: flop
  – Slowest-stage cell, CP: edfxtp_1
  – Worst setup path class: flop to primary output
  – Worst-path maximum fanout: 7
  – Setup crit end kind: primary output
  – Cell repeated most along the worst path: mux4_2
  – Slowest cell delay on critical path: 0.50 ns
  – Worst endpoint required time: 2.96 ns
  – Critical Path, Cell by Cell: mux4_2 > mux4_2 > clkdlybuf4s50_1
  – Critical path arrival: 2.25 ns

Synthesis
  – Flip-flops with a built-in enable: 74
  – Main flop type: edfxtp_1
  – Synth flops: 91
  – Chip Area, Yosys: 0.00505 mm²
  – Synth cell types: 64
  – Sequential fraction of the synthesis area: 50.8%
  – Cell count in the Yosys report: 470
  – Syn Area/Cell: 10.7 µm²
  – Mapped Area: 0.00505 mm²
  – Synth async-reset ratio: 0%
  – Yosys warnings: 7
  – Mapped Cells: 470

Drt
  – Via total after detailed routing: 3394
  – Antenna diodes: 0
  – Initial DRC Count: 178
  – Routed vias/inst: 5.03
  – DR WL/cell: 12.8 µm
  – Post-DRT Antenna Nets: 0
  – Post-Route WL: 8.63 mm
  – 1st-pass router iterations: 4
  – DRC viols: 0

Finish
  – Layout cell share with drive strength beyond 1: 8.88%
  – Final Non-Filler Cells: 675
  – Top Layout Cells: edfxtp_1 (74), nand2_1 (40), nor2_1 (38)
  – Most common logic cell in the routed design: edfxtp_1
  – Area Overhead vs Synth: 12.5%
  – Final Util: 46.7%
  – Design Area, Final: 0.00568 mm²

Global route
  – Antenna violations before repair: 0
  – Grt ovf: 0
  – Largest net degree at the start of global routing: 23
  – Overall global routing resource usage: 14.8%
  – Vias in the first global route: 3220
  – First-pass GRT wire length: 14.8 mm

Pwr
  – PwrDens: 610 mW/mm²
  – Peak VDD IR: 0.000369 V
  – Pwr Total: 3.46 mW
  – Leak pwr: 2.05 nW

Placed design
  – Placed insts: 659
  – Post-Place Worst Slack: 1.09 ns
  – Dpl cell area: 0.00536 mm²
  – RePlAce Congestion: 0.920
  – Port Buf Inserts: 5
  – DP Wirelength: 6.14 mm

Flow run
  – Count of tool warnings: 39
  – Max_cap viols: 0

Outcome
  – Status: finished, final reports clean

Hold path
  – Worst hold-check path type: flop to flop
## critical path, delay by kind of cell, from the launching register on
kind,cells,cell delay [ns]
buffers and inverters,1,0.42
flip-flops,1,0.50
multiplexers,2,1.00
## synth_stat cells, types with 5 or more instances
library cell	n	share of area (%)
o2bb2ai_1	6	1.0
nor2_2	9	1.1
xnor2_1	23	4.0
ha_1	22	5.5
o21ai_0	15	1.5
mux4_2	7	3.1
a21oi_1	14	1.4
nand4_1	5	0.62
nor3_1	10	0.99
and2_1	12	1.5
nand2_1	40	3.0
and3_1	11	1.4
inv_1	24	1.8
edfxtp_1	74	44
nand2b_1	9	1.1
nor2b_1	5	0.62
clkbuf_1	11	0.82
xor2_1	13	2.3
nor2_1	38	2.8
nand3_1	26	2.6
dfxtp_1	17	6.7
## power breakdown
part | switching [mW] | internal [mW]
registers | 0.241 | 1.28
clock network | 0.333 | 0.591
logic | 0.576 | 0.444
## path summary, 6_finish.rpt
check / start / endpoint / slack (ns) / cells past startpoint
worst max-delay path: adder[3]$_DFFE_PP_ / mosi / 0.71 / 3
worst min-delay path: ewfsdg.clk_i[0]$_SDFF_PN0_ / ewfsdg.clk_i[0]$_SDFF_PN0_ / 0.45 / 1
worst max register to register: state[2]$_DFFE_PP_ / state[0]$_DFFE_PP_ / 1.35 / 7
worst min register to register: ewfsdg.clk_i[0]$_SDFF_PN0_ / ewfsdg.clk_i[0]$_SDFF_PN0_ / 0.45 / 1
## final cells by class
class / instances / area [µm²]
Fill cell: 1088 / 6480
Sequential cell: 91 / 2560
Multi-Input combinational cell: 369 / 2430
Clock buffer: 10 / 229
Tap cell: 168 / 210
Inverter: 24 / 90.1
Clock inverter: 6 / 88.8
Timing Repair Buffer: 7 / 65.1
## state kept, by name, summed over array words and instances, names as in the netlist
register              flops
adder                    16
ewfsdg.buff               1
ewfsdg.clk_i             13
ewfsdg.index              4
ewfsdg.r_out              8
ewfsdg.r_sys_clk          1
ewfsdg.state              4
r_start_uart              1
r_uart_data               8
start_spi                 2
state                     4
uartik.flag               1
uartik.o_Tx_Serial        1
uartik.r_Bit_Index        4
uartik.r_Clock_Count     21
uartik.r_SM_Main          2
## per-layer routing
layer,vias up,part of all wire [%],GRT usage (%)
met2,51,45,21.9
met5,-,0,0
met3,11,4.4,3.83
met1,1601,49,23.9
li1,1731,-,-
met4,0,1.2,1.65
## cells by family after synthesis
kind of cell	Yosys count	synth area share (%)
adders and majority gates	22	5.45
AOI/OAI and AO/OA	75	10.3
muxes	10	3.77
DFF	91	50.8
other	2	0.149
and+or+nand+nor	190	19.6
xor gates and xnor gates	36	6.25
buffers and inverters	44	3.69
Power is estimated from default activity; no workload was simulated.
